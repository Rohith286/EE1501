[design/flow/config.mk]
export PLATFORM = sky130hd
export DESIGN_NAME = A2_2
export DESIGN_NICKNAME = A2_2
export VERILOG_FILES = /design/flow/design.v
export SDC_FILE = /design/flow/constraint.sdc
export NUM_CORES = 4
export LEC_CHECK = 1
export CORE_AREA = 10 10 70 70
export DIE_AREA = 0 0 80 80
[design/flow/constraint.sdc]
current_design A2_2

set clk_period 10.2
set clk_io_pct 0.2

create_clock -name clk0 -period $clk_period

set non_clock_inputs [all_inputs -no_clocks]
set_input_delay [expr $clk_period * $clk_io_pct] -clock clk0 $non_clock_inputs
set_output_delay [expr $clk_period * $clk_io_pct] -clock clk0 [all_outputs]
[design/flow/design.v]
module A2_2(
    input [7:0] a,
    input [7:0] b,
    input cin,
    output reg [7:0] sum,
    output reg cout
    );
    always@(*) begin
        sum[0] = a[0] ^ b[0] ^ cin;  
        cout = (a[0] & b[0]) | (cin & (a[0] ^ b[0]));  
        for(integer i = 1; i < 8;i++) begin
            sum[i] = a[i] ^ b[i] ^ cout;
            cout = (a[i] & b[i]) | (cout & (a[i] ^ b[i]));
        end
    end
endmodule
[design/flow/run.sh]
#!/bin/bash
# OpenROAD 26Q1-2900-gdf79404cd8, Yosys 0.63+post, stock flow scripts
make -C /OpenROAD-flow-scripts/flow DESIGN_CONFIG=/design/flow/config.mk WORK_HOME=/design/flow/orfs finish
==> flow_summary.yaml <==
# flow metrics
status:
  status: "finished, final reports clean"
worst_setup_path:
  crit_start: "a[0]"
  crit_path_end_kind: "output port"
  start_kind: "primary input"
  cp_max_fo: 1
  arrival_ns: 6.11
  criticalPathCategory: "primary input to output port"
  endpoint: "sum[7]"
  worstPathRequired_ns: 8.16
detailed_routing:
  dr.pass1.iters: 1
  drc_errors: 0
  wl_per_cell_um: 8.77
  ant_nets: 0
  via_per_inst: 2.39
  initialDrtViolationCount: 0
  wirelength_um: 789
  dr_total_vias: 215
  diodes: 0
worst_hold_path:
  hold_path_class: "primary input to output port"
sta:
  finalSetupTns_ns: 0
  finalMaxSlewViolations: 0
  rsz0062_at_grt: "no"
  hold_viol: 0
  fin_crit_ns: 8.15
  whs_ns: 5.14
  relSlewSlack_pct: 93.7
  setup_viol: 0
  worst_pin_slew_ns: 0.0944
  fin_crit_sh_pct: 79.9
  fmax_mhz: 123
die:
  num_rows: 21
  fp.dieH_um: 80
  ioPinCount: 26
  die-area_mm2: 0.00640
  fp_util_pct: 5.79
  fp.dieW_um: 80
  core_mm2: 0.00342
synthesis:
  syn_area_per_cell_um2: 11.0
  common_cells: "inv_1, fa_1"
  postSynthCellCount: 18
  ys_warn_count: 1
  synth-seq-area-share_pct: 0
  largest_area_cell: "fa_1"
  synth.most_common_cell: "inv_1"
  ys_chip_area_um2: 198
  synth_cell_types: 2
  synth_area_um2: 198
  synthTopCellsByArea: "fa_1, inv_1"
  top_area_share_pct: 81.0
  synth_stat.cells: 18
cts:
  post_cts_resized: 0
  holdBufCountCts: 0
  cts_setup_buffers: 0
placement:
  port_buffers: 26
  dpl.hpwl_um: 794
  gp_congestion: 0.818
  placed_cells: 90
power:
  total_power_mw: 0.0271
  p_leak_nw: 0.213
  vdd_drop_max_mv: 0.0170
  power.density_mw_per_mm2: 52.6
global_routing:
  grt-ovfl-total: 0
  antenna_found_initial: 0
  grt_max_degree: 2
  grt_pass1_wl_mm: 1.15
  grt_pass1_vias: 237
  grt_use_total_pct: 2.21
final_layout:
  n_clock_buffer: 0
  drive_above_1_share_pct: 0
  final_cells: 90
  area_growth_pct: 161
  flops: 0
  seqCellArea_um2: 0
  n_fill_cell: 397
flow_run:
  maxCapViolCount: 0
  warnings: 32
where the power goes:
group	switching [mW]	internal, mW	leakage [nW]
Combinational	0.00752	0.0196	0.213
Clock	0	0	0
Sequential	0	0	0
final cells by class:
class                           count  area, um^2  share of cell area (%)
Multi-Input combinational cell      8         160                    31.1
Timing Repair Buffer               26         260                    50.5
Inverter                           10        37.5                    7.28
Tap cell                           46        57.6                    11.2
layout by cell type (no fill, tap or decap):
| cell type | count |
|---|---|
| clkdlybuf4s50_1 | 26 |
| inv_1 | 10 |
| fa_1 | 8 |
metrics by stage:
step                setup WS [ns]  utilization (%)  cell area (um^2)
floorplan                    3.11                -               198
global placement             2.04             15.1               515
detailed placement           2.02             15.1               515
CTS                          2.01             15.1               515
global route                 1.84             15.1               515
finish                       2.05             15.1               515
cell families after synthesis:
group / count (synthesis) / synth area share (%)
buf+inv: 10 / 19.0
fa+ha+maj: 8 / 81.0
critical path, stage by stage:
cell	delay (ns)
clkdlybuf4s50_1	0.43
fa_1	0.44
fa_1	0.40
fa_1	0.39
fa_1	0.39
fa_1	0.36
inv_1	0.08
fa_1	0.16
inv_1	0.05
fa_1	0.35
inv_1	0.07
fa_1	0.41
inv_1	0.06
clkdlybuf4s50_1	0.47
routing by layer:
metal,part of all wire [%],track usage (%),vias up
met5,0,0,-
met4,0,0,0
met3,18,0.795,0
met2,31,3.13,23
met1,50,3.31,96
li1,-,-,96
worst min-delay path by stage:
stage / cells after the start / slack, ns / to / start
CTS: 5 / 5.15 / cout / b[7]
global route: 3 / 5.19 / sum[0] / cin
finish: 5 / 5.14 / cout / b[7]
Power and IR drop assume default switching activity.
