$ cat design.v
module A1_2 (
    input clk,  
    input reset,  
    input enable,  
    output reg [3:0] count);
    always@(posedge clk or posedge reset) begin
        if (reset)               
            count <= 4'b0000;    
        else if (enable)         
            count <= count + 1;
    end
endmodule
$ cat run.sh
#!/bin/bash
# OpenROAD 26Q1-2900-gdf79404cd8, Yosys 0.63+post, stock flow scripts
make -C /OpenROAD-flow-scripts/flow DESIGN_CONFIG=/design/flow/config.mk WORK_HOME=/design/flow/orfs finish
$ cat config.mk
export PLATFORM = sky130hd
export DESIGN_NAME = A1_2
export DESIGN_NICKNAME = A1_2
export VERILOG_FILES = /design/flow/design.v
export SDC_FILE = /design/flow/constraint.sdc
export NUM_CORES = 4
export LEC_CHECK = 1
export CORE_AREA = 10 10 70 70
export DIE_AREA = 0 0 80 80
$ cat constraint.sdc
current_design A1_2

set clk_period 1.5
set clk_io_pct 0.2

create_clock -name clk0 -period $clk_period [get_ports {clk}]

set non_clock_inputs [all_inputs -no_clocks]
set_input_delay [expr $clk_period * $clk_io_pct] -clock clk0 $non_clock_inputs
set_output_delay [expr $clk_period * $clk_io_pct] -clock clk0 [all_outputs]
==> flow_summary.ini <==
; implementation run metrics
[outcome]
status = complete, no violations

[finish]
fillCellCount = 407
top_regs = count: 4 flops
layout-drive-gt1-share = 0.190
largest_reg_flops = 4
top_register = count
area_growth_pct = 85.5

[synthesis]
synthesis.area_um2 = 164
fa_ha_area_frac = 0.0763
avgSynthCellArea_um2 = 13.7
xor_area_frac = 0.160
synthMuxAreaShare = 0.0687
yosysChipArea_um2 = 164
ys.flops = 4
yosysUniqueCellTypes = 8
synth_warnings = 1
synthCells = 12
ys_seq_share = 0.611
ys_sh_simple = 0.0611
synthAoiAreaFrac = 0
ys_cells = 12
synth.logic.top_family = XOR/XNOR gates

[die]
floorplan.core_util = 0.0480
chipArea_mm2 = 0.00640
io_pins = 7
die_width_um = 80
num_rows = 21
core-area_mm2 = 0.00342
die_y_um = 80

[pwr]
seq_power_share = 0.400
p_sw_frac = 0.279
p_comb_frac = 0.367
leakage_nw = 0.112
pwr-share-clk = 0.233
power_density_mw_per_mm2 = 1850
p_switching_w = 0.000157
totalPowerFinal_w = 0.000563
vdd_ir_drop_max_uv = 778
internal_power_w = 0.000406

[sta]
fin_crit_ns = 1.46
tns_ns = 0
setup_viol_count_final = 0
hold_slack_ns = 0.257
grt_setup_unrepaired = false
post-route-period-util = 0.972
fmax_ghz = 0.686
clock_skew_ns = 0.00645
hold_violations = 0
report.final.slew_viol_count = 0
slew_headroom = 0.883
worst_pin_slew_ns = 0.175

[grt]
grt_use_total = 0.0153
overflow = 0
grt_max_degree = 5
antenna_found_initial = 0
first_global_vias = 147
grt_pass1_wl_um = 717

[clock_tree]
post_cts_buffers = 0
cts_tree = done
cts_sinks = 4
htreeDepth = 1
worstSkewPairLatency_ns = 0.24
numCtsBuffers = 3
cts_resized = 0
hold_buffers = 0
cts_root_buf = clkbuf_4
cts_buffer_depth = 2
path_clk_slew_ns = 0.04

[worst_setup_path]
worstReg2RegStart = count[0]$_DFFE_PP0P_
path_class = reg2out
max_stage_delay_ns = 0.54
endpoint_kind = output port
crit_start = count[2]$_DFFE_PP0P_
crit_chain = clkdlybuf4s50_1
critPathTopFamily = buffers and inverters
arrival_ns = 1.16
critPathBufInv = 1
crit_path_start_kind = flop
slowest_stage = clkdlybuf4s50_1
crit_required_ns = 1.20
path_max_fanout = 3

[flow_run]
maxCapViolCount = 0
warnings = 25

[drt]
drt_iter0_markers = 3
wl_per_cell_um = 6.61
drc = 0
n_antenna_cell = 0
vias = 123
vias_per_cell = 1.84
ant_nets = 0
firstDrtPassIters = 2
wirelength_um = 443

[placement]
io_buffers = 6
globalplace.congestion = 0.641

[worst_hold_path]
holdCritPathClass = in2async
area by class of cell:
cell class,count,area (um^2),area share
Timing Repair Buffer,6,60.1,0.198
Inverter,1,3.75,0.0123
Tap cell,46,57.6,0.189
Multi-Input combinational cell,7,60.1,0.198
Sequential cell,4,100,0.329
Clock buffer,3,22.5,0.0741
final timing paths:
check	end	slack, ns	cells after the start
max	count[2]	0.04	1
min	count[3]$_DFFE_PP0P_	0.26	2
max reg2reg	count[1]$_DFFE_PP0P_	0.41	2
min reg2reg	count[3]$_DFFE_PP0P_	0.48	1
max in group asynchronous	count[1]$_DFFE_PP0P_	1.09	2
min in group clk0	count[3]$_DFFE_PP0P_	0.48	1
kinds of logic after synthesis:
| kind of cell | after synthesis |
|---|---|
| flops | 4 |
| mux | 1 |
| fa+ha+maj | 1 |
| buf+inv | 1 |
| simple gates | 2 |
| xor+xnor | 3 |
metrics by stage:
stage	area [um^2]	setup slack [ns]	std cells	util
floorplan	164	0.467	12	-
global placement	282	0.207	64	0.0824
detailed placement	282	0.163	64	0.0824
CTS	304	0.0329	67	0.0890
global route	304	0.00658	67	0.0890
finish	304	0.0426	67	0.0890
layer usage:
metal  share of wire  GRT usage  up-vias
met1            0.67     0.0240       57
met4               0    0.00528        0
met5               0          0        -
met3           0.054     0.0114        0
met2            0.27     0.0136        7
li1                -          -       59
Yosys cell counts, drive strengths merged:
cell type	count	area share
xnor2	2	0.11
nand2	1	0.023
ha	1	0.076
inv	1	0.023
nand4	1	0.038
xor2	1	0.053
mux2	1	0.069
dfrtp	4	0.61
power groups by stage:
stage	Combinational [W]	Clock (W)	Sequential [W]
6_report	0.000207	0.000131	0.000225
4_1_cts	0.000207	0.000138	0.000227
5_1_grt	0.000232	0.000149	0.000234
cells in the final DEF, fill, tap and decap left out:
cell type	netlist	final
xor2_1	1	1
nand2_1	1	1
xnor2_1	2	2
clkbuf_4	0	3
inv_1	1	1
ha_1	1	1
mux2_2	1	1
clkdlybuf4s50_1	0	6
nand4_1	1	1
dfrtp_1	4	4
Power and IR drop assume default switching activity.
